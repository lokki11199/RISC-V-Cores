[flow/run.sh]
#!/bin/bash
# OpenROAD 26Q1-2900-gdf79404cd8, Yosys 0.63+post, stock flow scripts
make -C /OpenROAD-flow-scripts/flow DESIGN_CONFIG=/design/flow/config.mk WORK_HOME=/design/flow/orfs finish
[flow/config.mk]
export PLATFORM = sky130hd
export DESIGN_NAME = dmemory
export DESIGN_NICKNAME = dmemory
export VERILOG_FILES = /design/flow/design.v
export SDC_FILE = /design/flow/constraint.sdc
export NUM_CORES = 4
export LEC_CHECK = 1
export CORE_UTILIZATION = 40
[flow/constraint.sdc]
current_design dmemory

set clk_period 33.9
set clk_io_pct 0.2

create_clock -name clk0 -period $clk_period [get_ports {clk}]

set non_clock_inputs [all_inputs -no_clocks]
set_input_delay [expr $clk_period * $clk_io_pct] -clock clk0 $non_clock_inputs
set_output_delay [expr $clk_period * $clk_io_pct] -clock clk0 [all_outputs]
[flow/design.v]
module dmemory(input  logic        clk,
               input  logic        MemWrite,
               input  logic [1:0]  ByteAccess,
               input  logic [31:0] ALUResult, 
               input  logic [31:0] WriteData,
               output logic [31:0] ReadData
               );
logic [31:0] memory [63:0];
always_comb
    case(ByteAccess)
        2'b00: ReadData = memory[ALUResult[31:2]]; 
        2'b01:  
            case(ALUResult[1:0])
                2'b00: ReadData = {24'b0, memory[ALUResult[31:2]][7:0]};
                2'b01: ReadData = {24'b0, memory[ALUResult[31:2]][15:8]};
                2'b10: ReadData = {24'b0, memory[ALUResult[31:2]][23:16]};
                2'b11: ReadData = {24'b0, memory[ALUResult[31:2]][31:24]};
            endcase
        2'b10:  
            case(ALUResult[1])
                1'b0: ReadData = {16'b0, memory[ALUResult[31:2]][15:0]};
                1'b1: ReadData = {16'b0, memory[ALUResult[31:2]][31:16]}; 
            endcase 
        default:  ReadData = memory[ALUResult[31:2]]; 
    endcase
always_ff @(posedge clk)
    if(MemWrite)
        begin
            case(ByteAccess)
                2'b00: memory[ALUResult[31:2]] <= WriteData; 
                2'b01:  
                    case(ALUResult[1:0])
                        2'b00: memory[ALUResult[31:2]][7:0]   <= WriteData[7:0];
                        2'b01: memory[ALUResult[31:2]][15:8]  <= WriteData[7:0];
                        2'b10: memory[ALUResult[31:2]][23:16] <= WriteData[7:0];
                        2'b11: memory[ALUResult[31:2]][31:24] <= WriteData[7:0];
                    endcase
                2'b10:  
                    case(ALUResult[1])
                        1'b0: memory[ALUResult[31:2]][15:0]  <= WriteData[15:0];
                        1'b1: memory[ALUResult[31:2]][31:16] <= WriteData[15:0];
                    endcase
            endcase
        end
endmodule
==> results.sh <==
# physical design summary
export IMPL_async_reset_ff_frac=0
export IMPL_grt_max_degree=78
export IMPL_clock_root_buffer="clkbuf_16"
export IMPL_htreeDepth=4
export IMPL_grt_usage=0.288
export IMPL_postPlaceCellArea_um2=85100
export IMPL_ys_ff=2048
export IMPL_fmax_ghz=0.0523
export IMPL_cts_setup_buffers=0
export IMPL_flop_cell="edfxtp_1"
export IMPL_rows=163
export IMPL_status="complete, no violations"
export IMPL_routabilityCongestion=1.01
export IMPL_hold_path_depth=1
export IMPL_worstMarginPinSlew_ps=1140
export IMPL_rsz0062_at_grt="false"
export IMPL_syn_inst=4538
export IMPL_cts_tree="done"
export IMPL_holdBufCountCts=0
export IMPL_cp_arrival_ps=12330
export IMPL_p_per_area_nw_per_um2=57.3
export IMPL_fillCellCount=16500
export IMPL_yosys_cells=4538
export IMPL_total_power_uw=5230
export IMPL_io_pins=100
export IMPL_routed_via_density=6.03
export IMPL_port_buffers=75
export IMPL_leakagePower_uw=0.0286
export IMPL_place_ws_ps=14900
export IMPL_firstDrtPassIters=6
export IMPL_edf_count=2048
export IMPL_yosysWarnings=1
export IMPL_clk_path_buf_depth=3
export IMPL_critPathCaptureType="output port"
export IMPL_routedWlPerCell_um=34.3
export IMPL_stage_log_warnings=52
export IMPL_routed_wl_mm=263
export IMPL_layout_drive_gt1_share=0.181
export IMPL_final_max_slew_viol_count=0
export IMPL_cts_repair_resized=0
export IMPL_drtIter0Drc=3293
export IMPL_avgSynthCellArea_um2=17.5
export IMPL_period_needed_ps=19110
export IMPL_grt_ovfl_total=0
export IMPL_postRouteAntennaNets=0
export IMPL_antenna_found_initial=20
export IMPL_netlist_area_um2=79600
export IMPL_max_slew_margin=0.240
export IMPL_fp_utilization=0.403
export IMPL_worstSetupPathType="in2out"
export IMPL_grt_pass1_wl_mm=366
export IMPL_chipHeight_um=448
export IMPL_die_area_um2=201000
export IMPL_ys_types=80
export IMPL_drc=0
export IMPL_core_um2=197000
export IMPL_clkTransAtPathRegs_ps=60
export IMPL_die_x_um=448
export IMPL_finalSetupViolations=0
export IMPL_yosys_stat_area_um2=79600
export IMPL_design_area_um2=91200
export IMPL_ys_seq_frac=0.773
export IMPL_hold_class="in2reg"
export IMPL_layoutNonFillerInstCount=7656
export IMPL_critPathLaunchType="primary input"
export IMPL_largest_reg_flops=2048
export IMPL_hold_viol=0
export IMPL_numCtsBuffers=197
export IMPL_dpl_cell_count=7276
export IMPL_max_cap_violations=0
export IMPL_irDropWorstVdd_v=0.0000427
export IMPL_grt_pass1_vias=48400
export IMPL_fin_setup_tns_ps=0
export IMPL_dpl_hpwl_mm=164
export IMPL_num_vias=46200
export IMPL_critPathMaxFanout=52
export IMPL_setup_ws_ps=14790
export IMPL_clock_sinks=2048
export IMPL_synthToLayoutAreaGrowth_pct=14.6
export IMPL_fin_crit_sh=0.564
export IMPL_crit_required_ps=27120
[cell usage in the layout, fill, tap and decap left out, drive strengths merged, types with 41 or more instances in the layout]
cell type and instances:
edfxtp 2048, a22oi 368, buf 368, nor2 323, clkbuf 248, mux2i 169
nand2 155, a221oi 140, mux2 134, clkinv 93, o22ai 81, mux4 79
a21oi 79, o21ai 78, clkdlybuf4s50 63, a22o 50, a31oi 42, a221o 41
[cells in the mapped netlist (all sizes together), types with 8 or more instances]
library cell     n  area [µm²]
a2111oi         12         111
a211oi           9        67.6
a21oi           79         395
a221o           41         410
a221oi         140        1230
a222oi          21         210
a22o            50         438
a22oi          368        2760
a31oi           42         263
a41o             8        80.1
a41oi           18         158
and2             9        56.3
and4            14         123
and4b           10         100
buf            201        1070
clkbuf         132         495
edfxtp        2048       61500
inv             12        45.0
mux2           134        1520
mux2i          169        1690
mux4            79        1780
nand2          155         582
nand2b           8        50.1
nand3           17        85.1
nand3b          12        90.1
nand4           21         131
nor2           323        1210
nor2b           10        62.6
nor3            19         100
nor4            16         130
nor4b            9        85.1
nor4bb          10         100
o211ai          10        75.1
o21ai           78         390
o221ai          14         123
o22a            20         175
o22ai           81         507
o2bb2ai         20         175
o31ai           11        82.6
or4              9        67.6
[metrics by stage]
step / utilization / hold slack [ps]
finish: 0.462 / 6380
global route: 0.462 / 6380
CTS: 0.462 / 6350
detailed placement: 0.431 / 7250
global placement: 0.431 / 7240
floorplan: - / 6880
[area by class of cell]
type | count | area (µm²) | share of cell area
diodes | 20 | 50.0 | 0.000549
clock buffers | 248 | 5160 | 0.0566
clock inverters | 112 | 907 | 0.00994
inverters | 13 | 53.8 | 0.000590
multi-input cells | 2144 | 16800 | 0.184
flip-flops and latches | 2048 | 61500 | 0.674
well taps | 2640 | 3300 | 0.0362
repair buffers | 431 | 3460 | 0.0379
[worst paths after layout]
path         start       endpoint  slack (ps)
max   ALUResult[4]    ReadData[3]       14790
min   WriteData[2]  memory[26][2]        6380
[where the power goes]
group	total, µW	leakage, µW	switching, µW	internal (µW)
Combinational	338	0.00731	243	94.4
Clock	2090	0.00296	932	1150
Sequential	2810	0.0184	1.78	2800
[cells by family (layout without fill, tap and decap cells)]
group | count (synthesis) | in the layout | share of synthesized area
compound gates | 1068 | 1068 | 0.101
fa+ha+maj | 3 | 3 | 0.000472
buf+inv | 346 | 804 | 0.0202
flops | 2048 | 2048 | 0.773
mux | 382 | 382 | 0.0627
other cells | 0 | 20 | 0
simple gates | 691 | 691 | 0.0427
[per-layer routing]
metal | up-vias | global-route usage | wire [µm]
met2 | 3294 | 0.402 | 117000
li1 | 19300 | - | -
met5 | - | 0.0329 | 889
met4 | 32 | 0.142 | 17400
met1 | 22900 | 0.316 | 80100
met3 | 632 | 0.230 | 47500
[critical path, stage by stage]
cell and delay (ps):
buf_8 360, buf_4 650, buf_4 640, buf_4 670
mux4_2 410, a32oi_1 280, o211ai_1 280, a221o_1 350
nor4_1 760, nor2_1 100, or3_1 400, clkdlybuf4s50_1 430
Power figures rest on the tool's default switching activity, not on a simulated workload.
