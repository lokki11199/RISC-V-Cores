[design.v]
module satcount_2bit(input  logic clk, reset,
                input  logic Zero,
                input  logic Branch,
                output logic BP
                );
logic [1:0] state, nextstate, prevstate;
localparam snt = 2'b00,  
           wnt = 2'b01,  
           wt  = 2'b10,  
           st  = 2'b11;  
always_ff @(posedge clk)
    if(reset)
        state <= snt;
    else if(Branch)
        begin
            if(Zero)
                state <= nextstate;
            else
                state <= prevstate;
        end
assign BP = state[1];
always_comb
    case(state)
        snt: begin nextstate = wnt; prevstate = snt; end
        wnt: begin nextstate = wt; prevstate = snt;  end
        wt:  begin nextstate = st; prevstate = wnt;  end
        st:  begin nextstate = st; prevstate = wt;   end
    endcase
endmodule
module BPU_5 #(parameter BHT_WIDTH = 2)
          (input  logic        clk, reset,
           input  logic        BranchB,
           input  logic        ZeroB,
           input  logic [31:0] PCF,
           output logic        BP
           );
logic [BHT_WIDTH-1:0] BHT;
logic Zero_ST [2**BHT_WIDTH-1:0];
logic Branch_ST [2**BHT_WIDTH-1:0];
logic BP_ST [2**BHT_WIDTH-1:0];
genvar i;
generate
    for(i = 0; i < 2**BHT_WIDTH; i = i + 1)
        begin
            satcount_2bit fsm(.clk(clk), .reset(reset), .Zero(Zero_ST[i]), .Branch(Branch_ST[i]), .BP(BP_ST[i]));
        end
endgenerate
always_comb
    begin 
        integer j;
        for(j = 0; j < 2**BHT_WIDTH; j = j + 1)
            begin
                Zero_ST[j]   = (j == BHT) ? ZeroB : 0;
                Branch_ST[j] = (j == BHT) ? BranchB : 0;
            end
    end
assign BP = BP_ST[BHT];
always_ff @(posedge clk)
    if(reset)
        BHT <= 0;
    else
        begin  
            BHT <= BHT << 1;
            BHT[0] <= BP_ST[BHT];
        end
endmodule
[constraint.sdc]
current_design BPU_5

set clk_period 1.9
set clk_io_pct 0.2

create_clock -name clk0 -period $clk_period [get_ports {clk}]

set non_clock_inputs [all_inputs -no_clocks]
set_input_delay [expr $clk_period * $clk_io_pct] -clock clk0 $non_clock_inputs
set_output_delay [expr $clk_period * $clk_io_pct] -clock clk0 [all_outputs]
[config.mk]
export PLATFORM = sky130hd
export DESIGN_NAME = BPU_5
export DESIGN_NICKNAME = BPU_5
export VERILOG_FILES = /design/flow/design.v
export SDC_FILE = /design/flow/constraint.sdc
export NUM_CORES = 4
export LEC_CHECK = 1
export CORE_AREA = 10 10 82 82
export DIE_AREA = 0 0 92 92
[run.sh]
#!/bin/bash
# OpenROAD 26Q1-2900-gdf79404cd8, Yosys 0.63+post, stock flow scripts
make -C /OpenROAD-flow-scripts/flow DESIGN_CONFIG=/design/flow/config.mk WORK_HOME=/design/flow/orfs finish
==> results.sh <==
# source this file to load flow results
export IMPL_tool_warnings=57
export IMPL_leakagePower_nw=0.230
export IMPL_die_w_um=92
export IMPL_cp_data_arrival_time_ns=1.20
export IMPL_period_needed_ns=1.58
export IMPL_ys_seq_elements=10
export IMPL_rows=26
export IMPL_avgSynthCellArea_um2=9.02
export IMPL_min_path_type="register to register"
export IMPL_hpwlAfterDp_um=715
export IMPL_layout_top_cells="dfxtp_1 (8), inv_1 (7), a21oi_1 (5)"
export IMPL_yosys_area_um2=514
export IMPL_synth_edff_count=0
export IMPL_ant_nets=0
export IMPL_relSlewSlack_pct=74.7
export IMPL_place_congestion=0.752
export IMPL_required_ns=1.52
export IMPL_async_reset_ff_share_pct=0
export IMPL_cts_buffers=3
export IMPL_tns_ns=0
export IMPL_fp_util_pct=10.1
export IMPL_io_buffers=4
export IMPL_critPathKind="register to output pin"
export IMPL_drc_errors=0
export IMPL_synth_seq_share_pct=38.9
export IMPL_finalSetupViolCount=0
export IMPL_top_area_share_pct=38.9
export IMPL_layout_setup_ws_ns=0.316
export IMPL_hold_violations=0
export IMPL_yosys_warnings=7
export IMPL_clock_tree_root_cell="clkbuf_8"
export IMPL_synth_area_um2=514
export IMPL_routed_wl_um=1030
export IMPL_mux_area_share_pct=6.33
export IMPL_clk_latency_ns=0.23
export IMPL_syn_inst=57
export IMPL_status="finished, final reports clean"
export IMPL_internal_power_mw=0.366
export IMPL_fa_ha_area_share_pct=0
export IMPL_net_switching_power_mw=0.0987
export IMPL_finalCritPeriodShare_pct=83.4
export IMPL_power_density_mw_per_mm2=670
export IMPL_cts_sinks=10
export IMPL_drive_above_1_share_pct=20.3
export IMPL_xor_area_share_pct=0
export IMPL_grtUsageTotal_pct=2.45
export IMPL_grt_pass1_vias=387
export IMPL_logic_family="AND-OR/OR-AND gates"
export IMPL_p_sw_share_pct=21.2
export IMPL_clk_pin_slew_ns=0.05
export IMPL_area_growth_pct=35.0
export IMPL_ir_worst_vdd_v=0.000253
export IMPL_grt_max_degree=10
export IMPL_drtIter0Drc=27
export IMPL_die_h_um=92
export IMPL_clock_power_share_pct=46.8
export IMPL_cts_tree="yes"
export IMPL_grt_pass1_wl_um=1790
export IMPL_rsz0062_at_grt="no"
export IMPL_yosysUniqueCellTypes=28
export IMPL_ff_type="dfxtp_1"
export IMPL_via_per_inst=3.21
export IMPL_combPwrFrac_pct=6.7
export IMPL_power_frac_seq_pct=46.5
export IMPL_avgRoutedWirePerCell_um=7.67
export IMPL_mostFrequentLayoutCell="dfxtp_1"
export IMPL_start_kind="register"
export IMPL_top_area_cell="dfxtp_1"
export IMPL_cts_max_level=1
export IMPL_grt_ovfl_total=0
export IMPL_core_area_mm2=0.00507
export IMPL_path_cells="mux4_2 -> dlymetal6s2s_1"
export IMPL_antennaDiodeCount=0
export IMPL_max_freq_mhz=631
export IMPL_final_util_pct=13.7
export IMPL_cpPeakStageDelay_ns=0.50
export IMPL_nFillCells=590
export IMPL_chipArea_mm2=0.00846
export IMPL_worst_pin_slew_ns=0.378
export IMPL_simple_gate_share_pct=21.7
export IMPL_clockBufferDepth=2
export IMPL_ios=37
export IMPL_vias=430
export IMPL_ys_cells=57
export IMPL_place_ws_ns=0.249
export IMPL_slew_viol_final=0
export IMPL_first_pass_iters=2
export IMPL_worst_setup_path_end_kind="output pin"
export IMPL_ctsHoldBuffers=0
export IMPL_path_max_fanout=2
export IMPL_antenna_found_initial=0
export IMPL_slowest_stage="mux4_2"
export IMPL_area_leaders="dfxtp_1 (39%), inv_1 (5.1%), a21oi_1 (4.9%)"
export IMPL_drv_cap=0
export IMPL_skew_ns=0.00264
export IMPL_ys_sh_aoi_pct=26.3
[layout make-up]
class | count | area [µm²] | area share, %
repair buffers | 6 | 57.6 | 8.29
well taps | 70 | 87.6 | 12.6
clock buffers | 3 | 41.3 | 5.95
multi-input cells | 38 | 279 | 40.2
inverters | 7 | 26.3 | 3.78
flip-flops and latches | 10 | 203 | 29.2
[Yosys cell counts (2+ instances only)]
| master | n |
|---|---|
| a31oi_1 | 2 |
| o21ai_0 | 4 |
| a21oi_1 | 5 |
| and2_1 | 2 |
| dfxtp_1 | 10 |
| o211ai_1 | 2 |
| nor2b_1 | 2 |
| a211o_1 | 2 |
| inv_1 | 7 |
| nand2_1 | 3 |
[state kept, by name, indices dropped and copies added (netlist names)]
name,count
BHT,2
genblk1.fsm.state,8
[power groups by stage]
stage / clock network, mW / logic [mW] / registers (mW)
after global routing: 0.232 / 0.0347 / 0.216
final: 0.218 / 0.0314 / 0.216
after CTS: 0.221 / 0.0314 / 0.216
[routing by layer]
layer | share of wire [%] | vias to the layer above | routed length, µm | GRT usage (%)
met2 | 39 | 6 | 402 | 3.41
li1 | - | 223 | - | -
met5 | 0 | - | 0 | 0
met4 | 0 | 0 | 0 | 0
met1 | 56 | 201 | 577 | 3.57
met3 | 4.7 | 0 | 48 | 1.15
[worst max-delay path, delay by kind of cell (launching register included)]
family / cells / cell delay, ns
mux: 1 / 0.50
flops: 1 / 0.33
buf+inv: 1 / 0.15
[worst paths after layout]
path	start	end	slack [ns]	depth (start not counted)
setup / recovery	BHT[1]$_SDFF_PP0_	BP	0.32	2
hold / removal	genblk1[0].fsm.state[0]$_SDFFE_PP0P_	genblk1[0].fsm.state[1]$_SDFFE_PP0P_	0.48	2
setup reg to reg	BHT[1]$_SDFF_PP0_	genblk1[0].fsm.state[0]$_SDFFE_PP0P_	0.78	4
hold reg to reg	genblk1[0].fsm.state[0]$_SDFFE_PP0P_	genblk1[0].fsm.state[1]$_SDFFE_PP0P_	0.48	2
[stage by stage]
stage	instances	hold slack [ns]	total power [mW]	instance area [µm²]
after floorplan	57	0.443	0.236	514
after global placement	131	0.462	0.251	648
after detailed placement	131	0.471	0.251	648
after CTS	134	0.485	0.468	689
after global routing	134	0.513	0.482	694
final	134	0.483	0.465	694
[repair_timing]
action | in CTS | in global routing
endpoints found under the setup margin | 0 | 1
resized | 0 | 3
buffers inserted | 0 | 0
[cells by family (layout without fill, tap and decap cells)]
family	Yosys count	after routing
AOI/OAI and AO/OA	20	20
buffers and inverters	9	16
DFF	10	10
muxes	2	2
and+or+nand+nor	16	16
Power is estimated from default activity; no workload was simulated.
